File: flow/run.sh
#!/bin/bash
# OpenROAD 26Q1-2900-gdf79404cd8, Yosys 0.63+post, stock flow scripts
make -C /OpenROAD-flow-scripts/flow DESIGN_CONFIG=/design/flow/config.mk WORK_HOME=/design/flow/orfs finish
File: flow/config.mk
export PLATFORM = sky130hd
export DESIGN_NAME = fifo
export DESIGN_NICKNAME = fifo
export VERILOG_FILES = /design/flow/design.v
export SDC_FILE = /design/flow/constraint.sdc
export NUM_CORES = 4
export LEC_CHECK = 1
export CORE_UTILIZATION = 50
File: flow/constraint.sdc
current_design fifo

set clk_period 9.2
set clk_io_pct 0.2

create_clock -name clk0 -period $clk_period [get_ports {clk}]

set non_clock_inputs [all_inputs -no_clocks]
set_input_delay [expr $clk_period * $clk_io_pct] -clock clk0 $non_clock_inputs
set_output_delay [expr $clk_period * $clk_io_pct] -clock clk0 [all_outputs]
File: flow/design.v
module fifo (clk, rstp, src_in, dst_in, data_in, writep, readp, 
	src_out, dst_out, data_out, emptyp, fullp);
parameter	DEPTH = 2,		 
			MAX_COUNT = (1<<DEPTH);	 
input		clk;
input		rstp;
input [7:0]	src_in;
input [7:0]	dst_in;
input [31:0]	data_in;
input		readp;
input		writep;
output [7:0]	src_out;
output [7:0]	dst_out;
output [31:0]	data_out;
output		emptyp;
output		fullp;
reg [47:0] fifomem[0:MAX_COUNT];
reg 		emptyp;
reg		fullp;
reg [7:0]	src_out;
reg [7:0]	dst_out;
reg [31:0]	data_out;
reg [(DEPTH-1):0]	tail;
reg [(DEPTH-1):0]	head;
reg [DEPTH:0]	count;
integer i;
always @(posedge clk or posedge rstp) begin
   if (rstp == 1) begin
      src_out <= 8'b0;
      dst_out <= 8'b0;
      data_out <= 32'b0;
   end
   else begin
     {src_out,dst_out,data_out} <= fifomem[tail];  
   end
end 
  always @(posedge clk)  
   if (rstp == 1'b0) begin
     if (writep == 1'b1 && fullp == 1'b0)
      fifomem[head] <= {src_in,dst_in,data_in};
   end
always @(posedge clk) begin
   if (rstp == 1'b1) begin
      head <= 0;  
   end
   else begin
     if (writep == 1'b1 && fullp == 1'b0) begin  
         head <= head + 1;
      end
   end
end
always @(posedge clk) begin
  if (rstp == 1'b1) begin  
      tail <= 0;
   end
   else begin
     if (readp == 1'b1 && emptyp == 1'b0) begin  
         tail <= tail + 1;
      end
   end
end
always @(posedge clk) begin
   if (rstp == 1'b1) begin
      count <= 0;
   end
   else begin
      case ({readp, writep})
         2'b00: count <= count;
         2'b01: 
            if (!fullp) 
               count <= count + 1;
         2'b10: 
            if (!emptyp)
               count <= count - 1;
         2'b11:
            count <= count;
      endcase
   end
end
always @(count) begin
   if (count == 0)
     emptyp = 1'b1;
   else
     emptyp = 1'b0;
end
always @(count) begin
   if (count < MAX_COUNT)
      fullp = 1'b0;
   else
      fullp = 1'b1;
end
endmodule
==> reports/qor.txt <==
Hold_buf cts - 0
FMAX - 0.253 GHz
Clock buffer count from CTS - 25
DR WL/cell - 19.7 µm
R2R Path End - fifomem[1][19]
Vias/cell - 5.33
Final Hold Fails - 0
WL final - 14.0 mm
Comb area leader - multiplexers
Pleak - 3.69 nW
Post-layout period usage - 42.9%
Worst-path cell chain - clkdlybuf4s50_1 > inv_2 > buf_4 > and3_2 > buf_4
Number of setup buffers added after CTS - 0
Post-synth EDFFs - 192
Worst reg-to-reg path cell count - 3
XOR Share, Synth - 0.302%
Hold crit path type - flip-flop to flip-flop
Syn Area/Cell - 24.9 µm²
Vias in the first global route - 4,117
Vias - 3,785
Area grow syn2layout - 24.3%
Tmin final - 3.95 ns
Boundary pin count - 102
Max_cap viols - 0
GR met3 Demand/Resource - 7.83%
Main flop type - edfxtp_1
Pre-Repair DR Iteration Count - 4
Worst Path Max Fanout - 51
Max clock buf depth - 3
Synth Area in Compound Gates - 0.648%
Cell Type Count - 29
Synth Area in Adders - 0.806%
Detail Route Antenna Nets - 0
Syn Inst Count - 349
Reg-to-reg slack, setup - 7.02 ns
GR Util All Layers - 18.5%
Buf+Inv Stages, Crit Path - 4
WP data required - 9.33 ns
Total Power - 2.60 mW
Status - finished clean
Port-buffer cells - 101
Crit end category - flip-flop
Gr ovfl total - 0
H-tree depth - 1
Hold Crit Start - fifomem[0][35]
FP Core Util - 51.9%
Final setup TNS - 0 ns
Std-Cell Rows - 47
Layout cells sized above 1 - 17.6%
Synth Seq Share - 81.8%
FFs w/ async S/R, synth - 19.4%
Die H - 134 µm
Root Buffer - clkbuf_16
Synth warn - 1
Final Skew - 0.0141 ns
First-pass GRT wire length - 22.1 mm
Worst Tran Pin Value - 0.764 ns
CP peak stage delay - 0.60 ns
Initial DRC count - 193
DRC Markers - 0
Pin count of the biggest net entering global routing - 52
Power per Cell Area - 241 mW/mm²
Chip area - 0.0179 mm²
Clock latency (worst-skew pair) - 0.51 ns
Global routing usage on met2 - 27.7%
Hold Crit Endpoint - dst_out[3]
Initial antenna violation count - 0
Hpwl dp - 7.42 mm
Synth Area in Simple Gates - 1.18%
#FFs+latches synth - 247
CP arrival - 4.08 ns
Core Area - 0.0168 mm²
Final setup vio count - 0
Die W - 134 µm
Slew Viols, Final - 0
Max VDD drop - 0.165 mV
Max-slew headroom - 49.1%
Worst-path clk slew - 0.06 ns
Most common cell on crit path - buf_4
Hold depth - 1
Setup CP Type - input pin to flip-flop
Synth mux share - 13.8%
RSZ-0062 raised after global routing - no
Synthesized area - 0.00869 mm²
N_diodes - 0
Grt peak-use layer - met1
CTS tree - done
CP Launch Type - input pin
OpenROAD warnings - 28
Met1 Track Usage GR - 30.1%
GP Congestion - 0.706
TritonCTS Sinks - 247
YS chip area - 0.00869 mm²
FF-to-FF Start - count[2]
PostCTS Resize Cnt - 0
Top Family by Delay on Critical Path - buffers and inverters
Ys cells - 349
Crit-path slowest cell - buf_4
[cells in the final DEF (no fill, tap or decap), types with 2 or more instances in the layout]
cell and count:
nand2b_1 2, clkbuf_1 5, nor2_1 8, mux4_1 22, dfxtp_1 5, ha_1 4, buf_4 7, dfrtp_1 48
xor2_1 2, clkdlybuf4s50_1 101, clkbuf_8 5, inv_1 5, bufinv_16 4, clkinv_2 6, mux4_2 26, clkbuf_16 25
edfxtp_1 192, mux2_4 2, and3_2 4
[report_power, final]
part | leakage [nW] | switching [mW] | internal (mW)
Clock | 0.434 | 0.390 | 0.652
Sequential | 2.36 | 0.0360 | 1.28
Combinational | 0.894 | 0.0809 | 0.161
Total | 3.69 | 0.507 | 2.10
[cell type report]
class,instances,area [µm²]
fillers,1101,5960
flip-flops and latches,247,7110
inverters,6,22.5
clock buffers,35,713
clock inverters,11,159
well taps,220,275
multi-input cells,83,1460
repair buffers,108,1060
[per-stage QoR]
stage                     hold WS [ns]  area [µm²]  setup WS, ns  std cells  utilization, %
final                            0.544       10800          5.25        710            64.5
after global routing             0.562       10800          5.00        710            64.5
after CTS                        0.548       10800          5.18        710            64.5
after detailed placement         0.534        9930          4.66        664            59.3
after global placement           0.530        9930          4.69        664            59.3
after floorplan                  0.514        8690          4.78        349               -
[cells in the mapped netlist (2+ instances only)]
cell,n,share of area [%]
buf_2,3,0.17
mux4_1,22,6.6
nand2b_1,2,0.14
buf_6,7,0.91
inv_1,6,0.26
and3_2,4,0.35
dfxtp_1,7,1.6
nor2_1,8,0.35
ha_1,4,0.58
mux2_4,2,0.35
dfrtp_1,48,14
xor2_1,2,0.20
edfxtp_1,192,66
clkbuf_1,2,0.086
mux4_2,26,6.7
[cells by family (layout without fill, tap and decap cells)]
kind of cell,Yosys count,in the layout
simple gates,19,19
xor+xnor,3,3
flops,247,247
mux,51,51
fa+ha+maj,5,5
buf+inv,19,160
compound gates,5,5
[flip-flops by register name, summed over array words and instances (netlist names)]
name,count
src_out,8
head,2
data_out,32
count,3
dst_out,8
tail,2
fifomem,192
[how the worst max path moves through the flow]
stage / startpoint / to / slack [ns] / cells after the start
6_report: rstp / fifomem[0][3] / 5.25 / 5
4_1_cts: rstp / fifomem[0][36] / 5.18 / 5
5_1_grt: rstp / fifomem[0][3] / 5.00 / 5
[per-layer routing]
layer / vias to the layer above / wire, µm
met5: - / 0
li1: 1685 / -
met1: 1909 / 5320
met2: 169 / 7120
met4: 0 / 292
met3: 22 / 1230
Power figures rest on the tool's default switching activity, not on a simulated workload.
